[design/flow/config.mk]
export PLATFORM = sky130hd
export DESIGN_NAME = adder
export DESIGN_NICKNAME = adder
export VERILOG_FILES = /design/flow/design.v
export SDC_FILE = /design/flow/constraint.sdc
export NUM_CORES = 4
export LEC_CHECK = 1
export CORE_AREA = 10 10 107 107
export DIE_AREA = 0 0 117 117
[design/flow/constraint.sdc]
current_design adder

set clk_period 14.5
set clk_io_pct 0.2

create_clock -name clk0 -period $clk_period

set non_clock_inputs [all_inputs -no_clocks]
set_input_delay [expr $clk_period * $clk_io_pct] -clock clk0 $non_clock_inputs
set_output_delay [expr $clk_period * $clk_io_pct] -clock clk0 [all_outputs]
[design/flow/design.v]
module sign_extend(in, out);
  input [15:0] in;
  output [31:0] out;
  assign out = {{16{in[15]}}, in};
endmodule
module sign_extend_mod(in, out);
  input [25:0] in;
  output [31:0] out;
  assign out = {{6{in[25]}}, in};
endmodule
module shl_2(in, out);
  input [31:0] in;
  output [31:0] out;
  assign out = {in[29:0], 2'b00};
endmodule
module adder(a, b, out);
  input [31:0] a, b;
  output [31:0] out;
  assign out = a + b;
endmodule
module mux2_32(d0, d1, a, out);
  input [31:0] d0, d1;
  input a;
  output [31:0] out;
  assign out = a ? d1 : d0;
endmodule
module mux2_5(d0, d1, a, out);
  input [4:0] d0, d1;
  input a;
  output [4:0] out;
  assign out = a ? d1 : d0;
endmodule
[design/flow/run.sh]
#!/bin/bash
# OpenROAD 26Q1-2900-gdf79404cd8, Yosys 0.63+post, stock flow scripts
make -C /OpenROAD-flow-scripts/flow DESIGN_CONFIG=/design/flow/config.mk WORK_HOME=/design/flow/orfs finish
==> flow_summary.json <==
{
  "fin_util_pct": 30.4,
  "area_growth_pct": 60.5,
  "grt_overflow_total": 0,
  "ys_chip_area_um2": 1740,
  "rsz0062_at_grt": "no",
  "peakVddDrop_mv": 0.0166,
  "critPathSlowestCell": "clkdlybuf4s50_1",
  "slew_viol_final": 0,
  "io_buffers": 96,
  "setup-tns-final_ns": 0,
  "holdBufCountCts": 0,
  "regArea_um2": 0,
  "setup_ws_ns": 5.71,
  "core-area_um2": 9200,
  "place_hpwl_um": 5560,
  "gp_congestion": 0.828,
  "dr.pass1.iters": 4,
  "top_cell_area_share_pct": 22.2,
  "critPathKind": "in2out",
  "fp_util_pct": 19.0,
  "syn_area_per_cell_um2": 7.24,
  "cp-start-kind": "primary input",
  "hold_start": "b[0]",
  "logic_area_um2": 1680,
  "ant_nets": 0,
  "ys_cells": 241,
  "synthTopCellsByCount": "ha_1, a21oi_1, a21o_1",
  "drt_iter0_markers": 83,
  "synth_top_cell_by_count": "ha_1",
  "period_needed_ns": 8.79,
  "num_vias": 2121,
  "grt_usage_pct": 8.96,
  "max-cap-violations": 0,
  "grt_start_max_net_pins": 11,
  "finalClockPeriodUsage_pct": 60.7,
  "wire_per_inst_um": 14.3,
  "drt-total-wl_um": 6270,
  "drive_gt1_share_pct": 3.07,
  "powerDensity_nw_per_um2": 48.2,
  "hold_viol_final": 0,
  "end_kind": "output port",
  "path_buffers": 2,
  "whs_endpoint": "out[0]",
  "hold-path-cell-count": 3,
  "finalSetupViolCount": 0,
  "worst-slew-pin-transition_ns": 0.558,
  "cts_resized": 0,
  "grt_pass1_vias": 2105,
  "ys.warnings.count": 0,
  "relSlewSlack_pct": 61.9,
  "std_cell_rows": 35,
  "antennaDiodeCount": 0,
  "post_cts_buffers": 0,
  "ys_seq_share_pct": 0,
  "pin_count": 96,
  "power_leakage_uw": 0.00118,
  "dp_worst_setup_slack_ns": 5.69,
  "crit_path_cell_trace": "clkdlybuf4s50_1 > ha_1 > fa_1 > a21o_1 > a31o_2 > nand3_1 > o221ai_1 > a311oi_1 > o21bai_1 > xor2_1 > clkdlybuf4s50_1",
  "postSynthCellCount": 241,
  "arrival_ns": 5.89,
  "via_per_inst": 4.85,
  "die-area_um2": 13700,
  "crit_fanout": 4,
  "hold_path_class": "in2out",
  "fillers": 974,
  "critPathMaxStageDelay_ns": 0.50,
  "crit_required_ns": 11.60,
  "syn_area_um2": 1740,
  "cp_common_cell": "clkdlybuf4s50_1",
  "top_cells_by_area": "ha_1, a21oi_1, a21o_1, xor2_1, xnor2_1",
  "warnings": 32,
  "drc_errors": 0,
  "grt_pass1_wl_um": 10200,
  "synth.distinct_cells": 50,
  "fmax_mhz": 114,
  "clock_buffers": 0,
  "outcome": "finished clean",
  "yosysTopAreaCell": "ha_1",
  "numSequentialCells": 0,
  "antenna_found_initial": 1,
  "critical-path-top-delay-family": "AND-OR/OR-AND gates",
  "die_w_um": 117,
  "fp.dieH_um": 117
}
[cells in the final DEF, fill, tap and decap left out, types with 2 or more instances in the layout]
master,netlist,routed
a211oi_1,3,3
a21o_1,19,19
a21oi_1,29,29
a311oi_1,2,2
a31oi_1,3,3
clkdlybuf4s50_1,0,96
ha_1,31,31
inv_1,6,6
mux2i_1,2,2
nand2_1,18,18
nand2b_1,2,2
nand3_1,10,10
nand4_1,8,8
nor2_1,12,12
nor3_1,4,4
o211ai_1,3,3
o21a_1,2,2
o21ai_0,13,13
o21bai_1,4,4
o221ai_1,2,2
o311ai_1,2,2
or2_2,3,3
xnor2_1,13,13
xor2_1,15,15
[layout make-up]
cell class	instances	area share [%]
tap	111	4.96
inverter	6	0.804
timing repair buffer	96	34.3
multi-input combinational	224	59.9
[stage by stage]
| step | area [µm²] | std cells | power (µW) | hold WS (ns) |
|---|---|---|---|---|
| after floorplan | 1740 | 241 | 64.1 | 5.87 |
| after global placement | 2800 | 437 | 137 | 6.83 |
| after detailed placement | 2800 | 437 | 136 | 6.84 |
| after CTS | 2800 | 437 | 137 | 6.84 |
| after global routing | 2800 | 437 | 151 | 6.87 |
| final | 2800 | 437 | 135 | 6.83 |
[per-layer routing]
metal | vias up | wire [µm] | track usage, %
met2 | 69 | 2860 | 15.1
met4 | 2 | 1 | 0
met5 | - | 13 | 0
met3 | 2 | 660 | 3.20
li1 | 1091 | - | -
met1 | 957 | 2740 | 11.4
[tightest hold or removal path, cell delays in order]
cell and delay [ns]:
clkdlybuf4s50_1 0.46, ha_1 0.11, clkdlybuf4s50_1 0.46
[how the worst max path moves through the flow]
| stage | start | end | cells past startpoint |
|---|---|---|---|
| 6_report | a[0] | out[26] | 11 |
| 5_1_grt | b[0] | out[18] | 11 |
| 4_1_cts | a[0] | out[26] | 11 |
[where the power goes]
| part | internal [µW] | leakage [µW] | switching (µW) |
|---|---|---|---|
| Sequential | 0 | 0 | 0 |
| Clock | 0 | 0 | 0 |
| Combinational | 80.5 | 0.00118 | 54.5 |
[cell families (layout without fill, tap and decap cells)]
kind of cell    after synthesis  count (layout)  synth area share, %
buf+inv                      17             102                 3.80
mux                           2               2                 1.15
xor+xnor                     28              28                 14.1
fa+ha+maj                    32              32                 23.4
simple gates                 65              65                 18.3
compound gates               97              97                 39.3
Power and IR drop assume default switching activity.
