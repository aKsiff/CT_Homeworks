### flow/config.mk
export PLATFORM = sky130hd
export DESIGN_NAME = d_flop
export DESIGN_NICKNAME = d_flop
export VERILOG_FILES = /design/flow/design.v
export SDC_FILE = /design/flow/constraint.sdc
export NUM_CORES = 4
export LEC_CHECK = 1
export CORE_AREA = 10 10 72 72
export DIE_AREA = 0 0 82 82
### flow/constraint.sdc
current_design d_flop

set clk_period 1.0
set clk_io_pct 0.2

create_clock -name clk0 -period $clk_period [get_ports {clk}]

set non_clock_inputs [all_inputs -no_clocks]
set_input_delay [expr $clk_period * $clk_io_pct] -clock clk0 $non_clock_inputs
set_output_delay [expr $clk_period * $clk_io_pct] -clock clk0 [all_outputs]
### flow/design.v
module d_flop(d, clk, q);
  input [31:0] d;
  input clk;
  output reg [31:0] q;
  initial begin
    q <= 32'b0;
  end
  always @ (posedge clk)
    q <= d;
endmodule
### flow/run.sh
#!/bin/bash
# OpenROAD 26Q1-2900-gdf79404cd8, Yosys 0.63+post, stock flow scripts
make -C /OpenROAD-flow-scripts/flow DESIGN_CONFIG=/design/flow/config.mk WORK_HOME=/design/flow/orfs finish
==> flow_summary_export.csv <==
group,metric,value,unit
synth,ys_seq_share,100,%
global_routing,met1_usage,5.51,%
hold_path,holdPathEnd,"q[22]$_DFF_P_",
detailed_routing,drt-total-wl,1930,µm
synth,yosys_area,641,µm²
cts,post_cts_buffers,0,
critical_path,cp_cell_sequence,"clkdlybuf4s15_1",
final_layout,comb_area,0,µm²
hold_path,min_from,"d[22]",
pwr,power_density,2000,nW/µm²
cts,tritoncts,"done",
cts,htreeDepth,2,
synth,syn-cell-area,641,µm²
detailed_routing,n_antenna_cell,0,
detailed_routing,via_per_inst,3.28,
floorplanning,chipArea,6720,µm²
critical_path,worstPathMaxFanout,1,
hold_path,worstHoldPathCells,1,
synth,top_area_share,100,%
sta,period_used_share,95.3,%
final_layout,syn2layout_area_growth,124,%
detailed_routing,ant_nets,0,
synth,yosysWarnings,1,
critical_path,cp.required,0.80,ns
detailed_routing,routed-via-count,498,
pwr,p_clk_share,45.4,%
floorplanning,fp_util,17.4,%
floorplanning,die_h,82,µm
sta,hold_violations,0,
placement,numPortBuffers,64,
sta,slew_viol_final,0,
global_routing,antenna_found_initial,0,
job,cap_violations,0,
floorplanning,core_area,3690,µm²
floorplanning,io_pins,65,
sta,setup_viol,0,
sta,rsz0062_at_grt,"false",
synth,syn_inst,32,
critical_path,worstSetupStartpointType,"flop",
cts,clk_pin_slew,0.06,ns
synth,synth_cell_type_count,1,
pwr,p_int,0.00240,W
synth,largest_area_cell,"dfxtp_1",
synth,avgSynthCellArea,20.0,µm²
detailed_routing,drt-initial-drc-count,7,
critical_path,arrival,0.75,ns
pwr,p_sw_share,16.2,%
final_layout,regArea,656,µm²
detailed_routing,drc,0,
critical_path,critical_path.endpoint_type,"output port",
final_layout,regMostFlops,"q",
final_layout,largestRegisters,"q: 32 flops",
final_layout,comb_cells,0,
global_routing,top_usage_layer,"met2",
placement,gp_congestion,0.763,
final_layout,layout.cells.most_common_list,"clkdlybuf4s50_1 (32), clkdlybuf4s15_1 (22), dfxtp_1 (20)",
sta,min_period,0.953,ns
global_routing,grt_max_degree,11,
pwr,vdd_drop_max,765,µV
floorplanning,dieWidth,82,µm
critical_path,critPathSlowestCell,"dfxtp_1",
global_routing,grt_overflow,0,
critical_path,cp_slowest_stage_delay,0.31,ns
sta,tightest_slew,0.0636,ns
floorplanning,rows,22,
synth,ys_seq_elements,32,
synth,ys_cells,32,
pwr,p_seq_share,47.7,%
pwr,leakage,0.602,nW
final_layout,drive_gt1_share,28.8,%
cts,cts_root_buf,"clkbuf_8",
sta,whs,0.358,ns
synth,top_cells_by_area,"dfxtp_1 (100%)",
global_routing,grtUsageMet2,8.07,%
pwr,p_sw,0.000463,W
global_routing,grt_pass1_wl,2810,µm
outcome,run_status,"finished clean",
sta,fmax,1050,MHz
cts,cts_buffers,5,
cts,cts.sink_count,32,
critical_path,critPathTopFamily,"flip-flops",
job,tool_warnings,25,
final_layout,fillers,353,
global_routing,grtUsageTotal,5.60,%
sta,setup_tns,0,ns
critical_path,crit_type,"flop to output port",
global_routing,grt_util_met3,5.84,%
global_routing,grt_pass1_vias,542,
final_layout,lay_top_count,"clkdlybuf4s50_1",
pwr,combPwrFrac,6.9,%
detailed_routing,dr.pass1.iters,2,
final_layout,largest_reg_flops,32,
sta,max_slew_margin,95.7,%
cts,clockBufferDepth,2,
detailed_routing,wl_per_cell,12.7,µm
critical_path,crit_buf_inv,1,
hold_path,hold_class,"input pin to flop",
## metrics by stage
step / setup WS [ns] / area [µm²] / instances / power [W] / utilization (%)
global placement: 0.0381 / 1340 / 144 / 0.00163 / 36.4
finish: 0.0470 / 1430 / 152 / 0.00286 / 38.8
global route: 0.000870 / 1430 / 152 / 0.00302 / 38.8
CTS: 0.0160 / 1470 / 152 / 0.00293 / 39.8
floorplan: 0.538 / 641 / 32 / 0.00137 / -
detailed placement: 0.0297 / 1340 / 144 / 0.00163 / 36.4
## power groups by stage
stage	Combinational (W)	Clock [W]	Sequential (W)
CTS	0.000216	0.00136	0.00136
global route	0.000216	0.00143	0.00137
finish	0.000198	0.00130	0.00136
## synthesized netlist by cell type
| cell | count |
|---|---|
| dfxtp_1 | 32 |
## layer usage
layer	wire (µm)	vias to the layer above	part of all wire (%)
li1	-	238	-
met1	624	213	32
met2	863	43	45
met3	414	4	21
met4	31	0	1.6
met5	0	-	0
## cell type report
class | instances | share of cell area, %
Timing Repair Buffer | 64 | 41.2
Sequential cell | 32 | 45.8
Clock buffer | 7 | 6.72
Clock inverter | 1 | 2.10
Tap cell | 48 | 4.19
## timing repair
action                     in CTS  in global routing
hold buffers                    0                  0
setup endpoints to repair      32                 17
gates resized                  65                 21
## cell families (layout without fill, tap and decap cells)
| kind of cell | after synthesis | after routing | share of synthesized area, % |
|---|---|---|---|
| flops | 32 | 32 | 100 |
| buf+inv | 0 | 72 | 0 |
## worst max-delay path by stage
| stage | to | slack [ns] | depth (start not counted) | start |
|---|---|---|---|---|
| CTS | q[4] | 0.02 | 1 | q[4]$_DFF_P_ |
| global route | q[22] | 0.0009 | 1 | q[22]$_DFF_P_ |
| finish | q[4] | 0.05 | 1 | q[4]$_DFF_P_ |
Power and IR drop assume default switching activity.
